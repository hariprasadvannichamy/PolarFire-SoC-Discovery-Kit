**run.sh**
```bash
#!/bin/bash
# OpenROAD 26Q1-2900-gdf79404cd8, Yosys 0.63+post, stock flow scripts
make -C /OpenROAD-flow-scripts/flow DESIGN_CONFIG=/design/flow/config.mk WORK_HOME=/design/flow/orfs finish
```
**constraint.sdc**
```tcl
current_design top

set clk_period 3.8
set clk_io_pct 0.2

create_clock -name clk0 -period $clk_period [get_ports {clk}]

set non_clock_inputs [all_inputs -no_clocks]
set_input_delay [expr $clk_period * $clk_io_pct] -clock clk0 $non_clock_inputs
set_output_delay [expr $clk_period * $clk_io_pct] -clock clk0 [all_outputs]
```
**design.v**
```verilog
module i2c_master (
    input wire clk,
    input wire reset,
    input wire start,
    input wire [6:0] address,
    input wire [7:0] data_in,
    output reg done,
    output reg [7:0] data_out,
    inout wire sda,
    output wire scl
);
    localparam IDLE  = 3'b000,
               START = 3'b001,
               ADDR  = 3'b010,
               WRITE = 3'b011,
               READ  = 3'b100,
               STOP  = 3'b101;
    reg [2:0] state, next_state;
    reg [15:0] clk_div;
    reg scl_en;
    reg [7:0] shift_reg;
    reg [3:0] bit_cnt;
    reg sda_out;
    reg sda_dir;  
    assign scl = clk_div[15];
    assign sda = (sda_dir) ? sda_out : 1'bz;
    always @(posedge clk or posedge reset) begin
        if (reset) begin
            clk_div <= 16'd0;
        end else begin
            clk_div <= clk_div + 1;
        end
    end
    always @(posedge clk or posedge reset) begin
        if (reset) begin
            state <= IDLE;
            done <= 0;
            sda_out <= 1;
            sda_dir <= 1;
            bit_cnt <= 0;
        end else begin
            state <= next_state;
        end
    end
    always @(*) begin
        next_state = state;
        done = 0;
        case (state)
            IDLE: begin
                done = 0;
                if (start) begin
                    next_state = START;
                end
            end
            START: begin
                sda_out = 0;  
                next_state = ADDR;
            end
            ADDR: begin
                if (bit_cnt < 7) begin
                    sda_out = address[6-bit_cnt];
                    bit_cnt = bit_cnt + 1;
                end else begin
                    bit_cnt = 0;
                    sda_dir = 0;  
                    next_state = WRITE;
                end
            end
            WRITE: begin
                sda_dir = 1;
                if (bit_cnt < 8) begin
                    sda_out = data_in[7-bit_cnt];
                    bit_cnt = bit_cnt + 1;
                end else begin
                    bit_cnt = 0;
                    sda_dir = 0;  
                    next_state = STOP;
                end
            end
            READ: begin
                sda_dir = 0;  
                if (bit_cnt < 8) begin
                    data_out[7-bit_cnt] = sda;  
                    bit_cnt = bit_cnt + 1;
                end else begin
                    bit_cnt = 0;
                    next_state = STOP;
                end
            end
            STOP: begin
                sda_out = 1;
                sda_dir = 1;
                done = 1;
                next_state = IDLE;
            end
        endcase
    end
endmodule
module lcd_controller (
    input wire clk,
    input wire reset,
    input wire [15:0] heart_rate,
    input wire [15:0] spo2,
    output reg rs,
    output reg rw,
    output reg en,
    output reg [7:0] data
);
    reg [3:0] state;
    reg [3:0] next_state;
    always @(posedge clk or posedge reset) begin
        if (reset) begin
            state <= 0;
        end else begin
            state <= next_state;
        end
    end
    always @(*) begin
        case (state)
            0: begin
                rs = 1'b0;  
                rw = 1'b0;  
                en = 1'b1;  
                data = 8'h38;  
                next_state = 1;
            end
            1: begin
                en = 1'b0;  
                next_state = 2;
            end
            2: begin
                rs = 1'b1;  
                en = 1'b1;
                data = 8'h48;  
                next_state = 3;
            end
            3: begin
                en = 1'b0;
                next_state = 4;
            end
            4: begin
                rs = 1'b1;
                en = 1'b1;
                data = 8'h52;  
                next_state = 5;
            end
            5: begin
                en = 1'b0;
                next_state = 6;
            end
            6: begin
                rs = 1'b1;
                en = 1'b1;
                data = 8'h20;  
                next_state = 7;
            end
            7: begin
                en = 1'b0;
                next_state = 8;
            end
            default: next_state = 0;
        endcase
    end
endmodule
module max30100_interface (
    input wire clk,
    input wire reset,
    output reg [15:0] heart_rate,
    output reg [15:0] spo2,
    inout wire sda,
    output wire scl
);
    reg [7:0] i2c_data;
    reg start;
    wire done;
    reg [7:0] register_address;
    reg [7:0] write_data;
    reg read_write;   
    reg [3:0] state;
    reg [3:0] next_state;
    i2c_master i2c (
        .clk(clk),
        .reset(reset),
        .start(start),
        .address(7'h57),        
        .data_in(write_data),
        .done(done),
        .data_out(i2c_data),
        .sda(sda),
        .scl(scl)
    );
    localparam INIT        = 4'b0000;
    localparam WRITE_REG   = 4'b0001;
    localparam READ_REG    = 4'b0010;
    localparam PROCESS_DATA = 4'b0011;
    localparam IDLE        = 4'b0100;
    always @(posedge clk or posedge reset) begin
        if (reset) begin
            state <= INIT;
            start <= 1'b0;
            heart_rate <= 16'b0;
            spo2 <= 16'b0;
        end else begin
            state <= next_state;
        end
    end
    always @(*) begin
        case (state)
            INIT: begin
                register_address = 8'h06;   
                write_data = 8'h03;         
                read_write = 1'b0;          
                start = 1'b1;
                next_state = WRITE_REG;
            end
            WRITE_REG: begin
                if (done) begin
                    start = 1'b0;
                    next_state = READ_REG;
                end else begin
                    next_state = WRITE_REG;
                end
            end
            READ_REG: begin
                register_address = 8'h07;   
                read_write = 1'b1;          
                start = 1'b1;
                next_state = PROCESS_DATA;
            end
            PROCESS_DATA: begin
                if (done) begin
                    start = 1'b0;
                    heart_rate = {i2c_data, 8'b0};  
                    spo2 = {i2c_data, 8'b0};        
                    next_state = IDLE;
                end else begin
                    next_state = PROCESS_DATA;
                end
            end
            IDLE: begin
                next_state = INIT;   
            end
            default: next_state = INIT;
        endcase
    end
endmodule
module top (
    input wire clk,           
    input wire reset,         
    inout wire i2c_sda,       
    output wire i2c_scl,      
    output wire lcd_rs,       
    output wire lcd_rw,       
    output wire lcd_en,       
    output wire [7:0] lcd_data  
);
    wire [15:0] heart_rate;
    wire [15:0] spo2;
    max30100_interface max30100_inst (
        .clk(clk),
        .reset(reset),
        .heart_rate(heart_rate),
        .spo2(spo2),
        .sda(i2c_sda),
        .scl(i2c_scl)
    );
    lcd_controller lcd_inst (
        .clk(clk),
        .reset(reset),
        .heart_rate(heart_rate),
        .spo2(spo2),
        .rs(lcd_rs),
        .rw(lcd_rw),
        .en(lcd_en),
        .data(lcd_data)
    );
endmodule
```
**config.mk**
```make
export PLATFORM = sky130hd
export DESIGN_NAME = top
export DESIGN_NICKNAME = top
export VERILOG_FILES = /design/flow/design.v
export SDC_FILE = /design/flow/constraint.sdc
export NUM_CORES = 4
export LEC_CHECK = 1
export CORE_UTILIZATION = 30
```
==> ci_impl_report.md <==
## Implementation flow summary

| Metric | Value |
|---|---|
| Synthesized area per cell | 12.4 sq um |
| Die x size | 63.3 um |
| Clk network pwr share | 0.349 |
| Design Area, Final | 0.00129 sq mm |
| GPL Wtd Cong | 0.773 |
| Clock buffer depth | 2 |
| Setup TNS | 0 ns |
| Most Used Layer, Global Route | met1 |
| GRT Util Overall | 0.0829 |
| Comb pwr share | 0.016 |
| Drt drc | 0 |
| P_leak | 0.595 nW |
| Dpl cells | 142 |
| Net Switching | 0.0778 mW |
| Sequential share of power | 0.636 |
| TritonCTS buffer count | 3 |
| Final period util | 0.488 |
| Core region area | 0.00347 sq mm |
| Clk latency late pin | 0.26 ns |
| Critical-path maximum fanout | 2 |
| Endpoints left unconstrained | 14 |
| Met2 GRT Util | 0.124 |
| Tool Warnings | 25 |
| Register pins left without a clock | 7 |
| Vias | 607 |
| Initial DRC Count | 6 |
| Count of final max-slew check failures | 0 |
| Post-CTS resize count | 0 |
| Max cap viols | 0 |
| Gr ovfl total | 0 |
| Vias per cell | 4.16 |
| Clk slew on worst S/H paths | 0.09 ns |
| Startpoint types | flop |
| Synth unique cells | 25 |
| Layout cells sized above 1 | 0.0900 |
| Placed inst area | 0.00124 sq mm |
| FP Rows | 21 |
| Die height | 63.3 um |
| Overall power | 0.418 mW |
| Hold Worst Slack | 0.360 ns |
| I/O Buffers | 9 |
| Clock Skews | 0.0149 ns |
| Final Critical Period | 1.85 ns |
| Outcome | completed |
| Post-route ant nets | 0 |
| Post-DP HPWL | 1.02 mm |
| Worst-path cell chain | clkdlybuf4s50_1 |
| First-pass GRT wire length | 2.62 mm |
| Pre-CTS setup slack | 2.24 ns |
| Final Hold Fails | 0 |
| CTS tree | built |
| Net Sw Frac | 0.186 |
| Final setup vio count | 0 |
| Max stage delay on crit path | 0.46 ns |
| Post-CTS Setup Bufs | 0 |
| Crit path required time | 3.04 ns |
| Yosys cell count | 91 |
| N_diodes | 0 |
| CP endpoint kind | output port |
| Initial antenna violation count | 0 |
| Final worst slack | 1.95 ns |
| Final WL | 1.42 mm |
| Max IR drop VDD | 0.242 mV |
| Synth-to-layout area growth | 14.4% |
| FILL cells | 326 |
| # IOs | 15 |
| Clk root buf | clkbuf_8 |
| Critical path's slowest cell | clkdlybuf4s50_1 |
| Met3 Resource Use GR | 0.0221 |
| Post-Syn Instances | 91 |
| Chip area | 0.00400 sq mm |
| CP bufs+invs | 1 |
| Critical path class | reg -> out |
| Crit path max-delay family | buffers and inverters |
| RSZ-0062 raised after global routing | false |
| # H-tree levels | 1 |
| Internal cell power | 0.341 mW |
| Fin util | 0.372 |
| CTS Hold Buffers Added | 0 |
| Arrival time worst endpoint | 1.09 ns |
| Wire per inst | 9.69 um |
| Vias in the first global route | 571 |
| Fmax | 539 MHz |
| Fp util | 0.325 |
| Fin cells | 146 |
| GR Layer Usage met1 | 0.132 |
| Post-Syn Area | 0.00113 sq mm |
| Power per cell area | 325 mW/mm^2 |
| Synthesized flop and latch total | 32 |
| Yosys stat chip area | 0.00113 sq mm |
| Largest net degree at the start of global routing | 26 |
| Drt pass-1 iters | 2 |
| Synth warnings | 36 |
| Worst hold path type | reg -> reg |
[flip-flops by register name (all words and copies together), names as in the netlist]
register / cells
lcd_inst.state: 9
max30100_inst.i2c.clk_div: 16
lcd_inst.en: 1
lcd_inst.data: 5
lcd_inst.rs: 1
[power by group through the flow]
stage	clock, mW	sequential (mW)	combinational [mW]
after global routing	0.167	0.266	0.00838
final	0.146	0.266	0.00659
after CTS	0.153	0.266	0.00726
[path summary, 6_finish.rpt]
path                                                     from                             to  slack, ns  cells after the start
worst min register to register              lcd_inst.state[1]              lcd_inst.state[0]       0.36                      0
worst max register to register   max30100_inst.i2c.clk_div[0]  max30100_inst.i2c.clk_div[14]       2.45                      4
min in group asynchronous                               reset   max30100_inst.i2c.clk_div[2]       0.84                      3
worst max-delay path            max30100_inst.i2c.clk_div[15]                        i2c_scl       1.95                      1
worst min-delay path                        lcd_inst.state[1]              lcd_inst.state[0]       0.36                      0
max in group asynchronous                               reset              lcd_inst.state[0]       2.67                      3
[placed cells by master (no fill, tap or decap), types with 2 or more instances in the layout]
| cell type | Yosys | final |
|---|---|---|
| and2_1 | 3 | 3 |
| clkbuf_8 | 0 | 3 |
| clkdlybuf4s50_1 | 0 | 9 |
| conb_1 | 2 | 5 |
| dfrtp_1 | 24 | 24 |
| dlxtn_1 | 7 | 7 |
| inv_1 | 2 | 2 |
| nand2_1 | 4 | 4 |
| nand2b_1 | 2 | 2 |
| nand3_1 | 5 | 5 |
| nand4_1 | 6 | 6 |
| nor4_1 | 4 | 4 |
| xnor2_1 | 9 | 9 |
| xor2_1 | 5 | 5 |
[metal layers]
layer  vias to the layer above  share of wire
met5                         -              0
met4                         0         0.0064
met3                         2          0.042
met2                        11           0.44
met1                       280           0.51
li1                        314              -
[final cells by class]
type	count	area (sq um)	share of cell area
Sequential cell	32	732	0.568
Multi-Input combinational cell	52	348	0.270
Timing Repair Buffer	10	97.6	0.0757
Tap cell	46	57.6	0.0447
Clock buffer	3	41.3	0.0320
Inverter	2	7.51	0.00583
Clock inverter	1	5.00	0.00388
[cells by family after synthesis]
family,share of synthesized area
flip-flops,0.557
AND-OR/OR-AND,0.00667
buffers and inverters,0.0511
other,0.00667
XOR/XNOR,0.109
adder cells (fa/ha/maj),0.0111
latches,0.0933
AND/OR/NAND/NOR,0.166
[Yosys cell counts]
library cell,n,area (sq um)
nand4_1,6,37.5
clkbuf_1,2,7.51
nor3_1,1,5.00
xor2_1,5,43.8
inv_1,2,7.51
o21bai_1,1,7.51
and4_2,1,10.0
conb_1,2,7.51
and4_1,1,8.76
ha_1,1,12.5
and2_1,3,18.8
xnor2_1,9,78.8
nor4_1,4,25.0
or2_2,1,6.26
nand2_1,4,15.0
buf_2,1,5.00
nand3_1,5,25.0
nand2b_1,2,12.5
dlxtn_1,7,105
buf_4,5,37.5
nand4_2,1,12.5
dfstp_2,1,26.3
dfrtp_1,24,601
or3_1,1,6.26
nor2_1,1,3.75
Power figures rest on the tool's default switching activity, not on a simulated workload.
